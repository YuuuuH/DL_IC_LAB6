**/design/flow/run.sh**
```bash
#!/bin/bash
# OpenROAD 26Q1-2900-gdf79404cd8, Yosys 0.63+post, stock flow scripts
make -C /OpenROAD-flow-scripts/flow DESIGN_CONFIG=/design/flow/config.mk WORK_HOME=/design/flow/orfs finish
```
**/design/flow/config.mk**
```make
export PLATFORM = sky130hd
export DESIGN_NAME = CONV
export DESIGN_NICKNAME = CONV
export VERILOG_FILES = /design/flow/design.v
export SDC_FILE = /design/flow/constraint.sdc
export NUM_CORES = 4
export LEC_CHECK = 1
export CORE_UTILIZATION = 40
export SYNTH_MEMORY_MAX_BITS = 65536
```
**/design/flow/constraint.sdc**
```tcl
current_design CONV

set clk_period 4.4
set clk_io_pct 0.2

create_clock -name clk0 -period $clk_period [get_ports {clk}]

set non_clock_inputs [all_inputs -no_clocks]
set_input_delay [expr $clk_period * $clk_io_pct] -clock clk0 $non_clock_inputs
set_output_delay [expr $clk_period * $clk_io_pct] -clock clk0 [all_outputs]
```
**/design/flow/design.v**
```verilog
`timescale 1ns/10ps
module CONV(
        input       clk,
        input       reset,
        output reg busy,
        input    ready,
        output [11:0]iaddr,
        input [19:0]idata,
        output reg  cwr,
        output reg [11:0] caddr_wr,
        output reg  [19:0] cdata_wr,
        output      crd,
        output reg [11:0] caddr_rd,
        input   [19:0] cdata_rd,
        output reg [2:0] csel
        );
parameter [2:0] L0      = 3'b000,
                L0_K0   = 3'b001,
                L0_K1   = 3'b010,
                L1_K0   = 3'b011,
                L1_K1   = 3'b100,
                L2      = 3'b101;               
reg  [2:0] state;
reg  [2:0] next_state;
wire [19:0]out0;
wire [19:0]out1;
wire [19:0]kernel0[0:8];
wire [19:0]kernel1[0:8];
reg L0_done;
reg L0_K0_done;
reg L0_K1_done;
reg L1_K0_done;
reg L1_K1_done;
reg L2_done;
reg [12:0]count_all;
reg [19:0]linebuff[0:134];
reg count_buff_en;
reg [12:0]buff_limit;
reg [11:0]count_buff;
integer i;
reg count_all_4356;
reg [19:0]poolbuff[0:65]; 
reg [19:0]poolbuff_cnt;
wire poolbuff_cnt_4095;
reg L1_K0_start;
reg L1_K1_start;
reg [9:0]stride_cnt;
reg stride_cnt_en;
reg [9:0]delay1;
reg [19:0]compare[0:3];
reg [19:0]temp;
reg [11:0]poolbuff_cnt_limit;
reg  wr_pool;
reg [9:0]wr_pool_cnt;
reg [19:0]temp_poolbuff[0:1023];
reg wr_temp;
reg wr_pool_cnt_rst;
reg L2_start;
parameter [1:0] R_K0 = 2'b00,
                R_K1 = 2'b01,
                W_L2 = 3'b10;
reg       [1:0] st;
reg       [1:0] nst;
reg       [11:0] L2_read_buff_cnt;
reg       [10:0]flatten_cnt;
reg       [11:0] cnt_delay;
reg st_0;
reg st_1;
reg [19:0]k0_buff;
reg [19:0]k1_buff;
reg delay_L2_start;
reg delay2_L2_start;
wire wr_pool_cnt_1024;
assign wr_pool_cnt_1024 = wr_pool_cnt >= 12'd1024;
assign kernel0[0] = 20'h0A89E;
assign kernel0[1] = 20'h092D5;
assign kernel0[2] = 20'h06D43;
assign kernel0[3] = 20'h01004;
assign kernel0[4] = 20'hF8F71;
assign kernel0[5] = 20'hF6E54;
assign kernel0[6] = 20'hFA6D7;
assign kernel0[7] = 20'hFC834;
assign kernel0[8] = 20'hFAC19;
assign kernel1[0] = 20'hFDB55;
assign kernel1[1] = 20'h02992;
assign kernel1[2] = 20'hFC994;
assign kernel1[3] = 20'h050FD;
assign kernel1[4] = 20'h02F20;
assign kernel1[5] = 20'h0202D;
assign kernel1[6] = 20'h03BD7;
assign kernel1[7] = 20'hFD369;
assign kernel1[8] = 20'h05E68;
assign iaddr = count_buff;
assign poolbuff_cnt_4095 = poolbuff_cnt >= 13'd4097;  
always @(posedge clk)begin
    if(reset)begin
        state <= L0_K0;
    end
    else begin
        state <= next_state;
    end
end
always @(*)begin
    next_state = state;
    case(state)
        L0_K0: next_state = L0_K0_done  ? L0_K1 : L0_K0;
        L0_K1: next_state = L0_K1_done  ? L1_K0 : L0_K1;
        L1_K0: next_state = L1_K0_done  ? L1_K1 : L1_K0;
        L1_K1: next_state = L1_K1_done  ? L2    : L1_K1;
        L2   : next_state = L2_done     ? L0_K0 : L2;
    endcase
end
always @(*) begin
    L0_K0_done = 1'b0;
    L0_K1_done = 1'b0;
    L1_K0_done = 1'b0;
    L1_K1_done = 1'b0;
    L1_K0_start = 1'b0;
    L1_K1_start = 1'b0;
    delay_L2_start = 1'b0;
    L2_done  = 1'b0;
    csel = 3'b000;
    wr_pool=1'b0;
    wr_pool_cnt_rst=1'b0;
    case(state)
        L0_K0:begin
            if(count_all >= 13'd134)begin
                csel = 3'b001;
            end
            if(caddr_wr==12'd4095)begin
                L0_K0_done = 1'b1;
            end
        end
        L0_K1:begin
            if(count_all >= 13'd134)begin
                csel = 3'b010;
            end
            if(caddr_wr==12'd4095)begin
                L0_K1_done = 1'b1;
            end
        end
        L1_K0:begin
            L1_K0_start = 1'b1;
            if(poolbuff_cnt<=13'd4097)begin
                csel = 3'b001;
            end
            else begin
                csel = 3'b011;
                wr_pool=1'b1;
            end
            if(poolbuff_cnt==13'd5122)begin
                L1_K0_done = 1'b1;
            end 
        end
        L1_K1:begin
            L1_K1_start = 1'b1;
            if(poolbuff_cnt <= 13'd4097)begin
                csel = 3'b010;
            end
            else begin 
                csel = 3'b100;
                wr_pool = 1'b1;
            end
            if(poolbuff_cnt>=13'd5122)begin
                L1_K1_done=1'b1;
            end
        end
        L2:begin
            delay_L2_start=1'b1;
            if(st_0)begin
                csel = 3'b011;
            end
            if(st_1)begin
                csel = 3'b100;
            end
            if(~st_0&&~st_1)begin
                csel = 3'b101;
            end
        end
    endcase
end
always@(posedge clk)begin
    if(reset)begin
        delay2_L2_start <= 1'b0;
        L2_start <= 1'b0;
    end
    else begin
        delay2_L2_start <= delay_L2_start;
        L2_start <= delay2_L2_start;
    end
end
always @(*)begin
    if(count_all>=13'd4357)begin
        if(csel==3'b001||csel==3'b010)begin
            count_all_4356 = 1'b1;
        end
        else begin
            count_all_4356 = 1'b0;
        end
    end
    else begin
        count_all_4356 = 1'b0;
    end
end
always @(posedge clk)begin
    if(reset||count_all_4356)begin
        count_all <= 13'b0;
    end
    else begin
        if(~count_all_4356)begin
            count_all <= count_all + 13'b1;
        end
        else begin
            count_all <= count_all + 13'b0;
        end 
    end
end
always @(posedge clk)begin
    if(reset||count_all_4356)begin
        count_buff_en <= 1'b0;
        buff_limit <= 13'd130;
    end
    else begin
        if(count_all == buff_limit || count_all == buff_limit+13'b1)begin
            count_buff_en <= 1'b0;
            if(count_all == buff_limit + 13'b1) begin
                count_buff_en <= 1'b0;
                buff_limit <= buff_limit + 32'd66;
            end
        end
        else begin
            if(count_all <= 13'd4288 && count_all >=13'd66)begin 
                count_buff_en <= 1'b1;
            end
            else begin
                count_buff_en <= 1'b0;
            end
        end
    end
end
always @(posedge clk)begin
    if(reset||count_all_4356)begin
        count_buff <=12'b0;
    end
    else begin
        if(~count_all_4356)begin
            if(count_buff_en == 1'b0)begin
                count_buff <= count_buff + 12'b0;
            end
            else begin
                if(count_all != 13'd4288)begin
                    count_buff <= count_buff + 12'b1;
                end
                else begin
                    count_buff <= count_buff + 12'b0;
                end
            end
        end
    end
end
always @(posedge clk)begin
    if(reset||count_all_4356)begin
        for(i=0;i<135;i=i+1)begin
            linebuff[i] <= 20'b0;  
        end
    end
    else begin
        if(~count_all_4356)begin
            if(count_buff_en == 1'b0)begin
                linebuff[134] <= 20'b0;
                for(i=0;i<134;i=i+1)begin
                    linebuff[i] <= linebuff[i+1];
                end
            end
            else begin
                linebuff[134] <= idata;
                for(i=0;i<134;i=i+1)begin
                    linebuff[i] <= linebuff[i+1];
                end
            end
        end
    end
end
always @(posedge clk)begin
    if(reset)begin
        busy <= 1'b0;
    end
    else begin
        if(L2_read_buff_cnt<=12'd1024)begin
            busy <= 1'b1;
        end
        else begin
            busy <= 1'b0;
        end
    end
end
wire [39:0]partial_p_k0[0:8];
wire [39:0]partial_p_k1[0:8];
wire [19:0]partial_p_r_k0;
wire [19:0]partial_p_r_k1;
assign partial_p_k0[0] = $signed(linebuff[0])   * $signed(kernel0[0]);
assign partial_p_k0[1] = $signed(linebuff[1])   * $signed(kernel0[1]);
assign partial_p_k0[2] = $signed(linebuff[2])   * $signed(kernel0[2]);
assign partial_p_k0[3] = $signed(linebuff[66])  * $signed(kernel0[3]);
assign partial_p_k0[4] = $signed(linebuff[67])  * $signed(kernel0[4]);
assign partial_p_k0[5] = $signed(linebuff[68])  * $signed(kernel0[5]);
assign partial_p_k0[6] = $signed(linebuff[132]) * $signed(kernel0[6]);
assign partial_p_k0[7] = $signed(linebuff[133]) * $signed(kernel0[7]);
assign partial_p_k0[8] = $signed(linebuff[134]) * $signed(kernel0[8]);
assign partial_p_k1[0] = $signed(linebuff[0])   * $signed(kernel1[0]);
assign partial_p_k1[1] = $signed(linebuff[1])   * $signed(kernel1[1]);
assign partial_p_k1[2] = $signed(linebuff[2])   * $signed(kernel1[2]);
assign partial_p_k1[3] = $signed(linebuff[66])  * $signed(kernel1[3]);
assign partial_p_k1[4] = $signed(linebuff[67])  * $signed(kernel1[4]);
assign partial_p_k1[5] = $signed(linebuff[68])  * $signed(kernel1[5]);
assign partial_p_k1[6] = $signed(linebuff[132]) * $signed(kernel1[6]);
assign partial_p_k1[7] = $signed(linebuff[133]) * $signed(kernel1[7]);
assign partial_p_k1[8] = $signed(linebuff[134]) * $signed(kernel1[8]);
wire [39:0] partial_p_r_k040bit;
assign partial_p_r_k040bit = partial_p_k0[0]+partial_p_k0[1]+partial_p_k0[2]+
                             partial_p_k0[3]+partial_p_k0[4]+partial_p_k0[5]+
                             partial_p_k0[6]+partial_p_k0[7]+partial_p_k0[8];
wire [39:0] partial_p_r_k140bit;
assign partial_p_r_k140bit = partial_p_k1[0]+partial_p_k1[1]+partial_p_k1[2]+
                             partial_p_k1[3]+partial_p_k1[4]+partial_p_k1[5]+
                             partial_p_k1[6]+partial_p_k1[7]+partial_p_k1[8];
assign partial_p_r_k0 = partial_p_r_k040bit[35:16] + partial_p_r_k040bit[15];
assign partial_p_r_k1 = partial_p_r_k140bit[35:16] + partial_p_r_k140bit[15];
assign out0 = partial_p_r_k0 + 20'h01310;
assign out1 = partial_p_r_k1 + 20'hF7295;
reg [12:0] mem_cnt_limit;
reg mem_cnt_en;
reg [11:0] mem_cnt;
wire stop;
wire stop_negedge;
always @(posedge clk)begin
    if(reset||count_all_4356)begin
        mem_cnt_limit <= 13'd198;
        mem_cnt_en <= 1'b0;
    end
    else begin
        if(count_all == mem_cnt_limit||count_all == mem_cnt_limit + 13'b1)begin
                mem_cnt_en <= 1'b0;
                if(count_all == mem_cnt_limit + 13'b1)begin
                    mem_cnt_en <= 1'b0;
                    if(count_all <= 13'd4289)begin
                        mem_cnt_limit <= mem_cnt_limit + 13'd66;
                    end
                end
        end
        else begin
            if(count_all >= 13'd134)begin
                mem_cnt_en <= 1'b1;
            end
        end
    end
end
always @(posedge clk)begin
    if(reset||count_all_4356)begin
        mem_cnt <= 12'b0;
    end
    else begin
        if(mem_cnt_en)begin
            mem_cnt <= mem_cnt + 12'b1;
        end
        else begin
            mem_cnt <= mem_cnt + 12'b0;
        end
    end
end
always @(posedge clk)begin
    if(reset||count_all_4356||wr_pool_cnt_rst)begin
        caddr_wr <= 12'b0;
    end
    else begin
        if(~L2_start&&~L1_K1_done)begin
            if((csel == 3'b001 || csel == 3'b010)&&~L1_K0_start&&~L1_K1_start)begin
                caddr_wr <= mem_cnt;
            end
            if(csel == 3'b011)begin
                caddr_wr <= wr_pool_cnt;
            end
            if(csel == 3'b100)begin
                caddr_wr <= wr_pool_cnt;
            end
        end
        else begin
            if(csel==3'b101)begin
                caddr_wr<=flatten_cnt;
            end
        end
    end
end
reg [19:0]cnt;
always@(posedge clk)begin
    if(reset)begin
        cnt <= 20'b0;
    end
    else begin
        cnt <= cnt + 1'b1;
    end
end
assign stop = cnt>=20'd18962;
reg cdata_wr_rst;
always@(posedge clk)begin
    if(reset)begin
        cdata_wr_rst <= 1'b0;
    end
    else begin
        if(~L1_K1_start)begin
            cdata_wr_rst <= 1'b1;
        end
        else begin
            cdata_wr_rst <= 1'b0;
        end
    end
end
always @(posedge clk)begin
    if(reset||count_all_4356||stop_negedge)begin
        cdata_wr <= 20'b0;
    end
    else begin
        if(~L2_start)begin
            if(mem_cnt_en)begin
                if(csel==3'b001)begin
                    if(out0[19]==1'b1)begin
                        cdata_wr <= 20'b0;
                    end
                    else begin
                        cdata_wr<=out0;
                    end
                end
                if(csel==3'b010)begin
                    if(out1[19]==1'b1)begin
                        cdata_wr <= 20'b0;
                    end
                    else begin
                        cdata_wr <= out1;
                    end
                end
            end
            if(csel==3'b011)begin
                cdata_wr <= temp_poolbuff[wr_pool_cnt];
            end
            if(csel==3'b100)begin
                cdata_wr <= temp_poolbuff[wr_pool_cnt];
            end
        end
        else begin
            if(csel == 3'b101&&flatten_cnt[0]==1'b0)begin
                cdata_wr <= k0_buff;
            end
            if(csel == 3'b101&&flatten_cnt[0]==1'b1)begin
                cdata_wr <= k1_buff;
            end
        end
    end
end
always @(*)begin
    if(~L2_start)begin
        if(caddr_wr<=12'd4095)begin
            cwr=1'b1;
        end
        else begin
            cwr=1'b0;
        end
    end
    else begin
        if(csel==3'b011||csel==3'b100)begin
            cwr=1'b0;
        end
        else begin
            cwr=1'b1;
        end
    end
end
always @(posedge clk) begin
    if(reset||L1_K0_done)begin
        poolbuff_cnt <= 20'b0;
    end
    else begin
        if(L1_K0_start||L1_K1_start)begin
            poolbuff_cnt <= poolbuff_cnt + 1'b1;
        end
    end
end
always@(*)begin
    if(poolbuff_cnt<128)begin
        poolbuff_cnt_limit = 10'd128;
    end
    else begin
        if(poolbuff_cnt_limit < 12'd3968)begin
            if(poolbuff_cnt == poolbuff_cnt_limit + 10'd65)begin
                poolbuff_cnt_limit = poolbuff_cnt_limit + 10'd128;
            end
        end
        else begin
            if(poolbuff_cnt == poolbuff_cnt_limit + 10'd65)begin
                poolbuff_cnt_limit = poolbuff_cnt_limit + 10'd127;
            end
        end
    end
end
always@(*)begin
    if(poolbuff_cnt<=10'd65)begin
        stride_cnt_en = 1'b0;
    end
    else if (poolbuff_cnt!=13'd4096)begin
        if(poolbuff_cnt>poolbuff_cnt_limit)begin
            stride_cnt_en = 1'b0;
        end
        else begin
            stride_cnt_en = 1'b1;
        end
    end
    else if(poolbuff_cnt==13'd4096)begin
        stride_cnt_en = 1'b1;
    end
    else begin
        stride_cnt_en = 1'b1;
    end
end
always@(*)begin
    if(~L2_start)begin
        caddr_rd = poolbuff_cnt;
        st_0=1'b0;
        st_1=1'b0;
    end
    else begin
        if(st==2'b00)begin 
            caddr_rd = L2_read_buff_cnt;
            st_0=1'b1;
            st_1=1'b0;
        end
        if(st==2'b01)begin
            caddr_rd = L2_read_buff_cnt;
            st_1=1'b1;
            st_0=1'b0;
        end
        if(st==2'b10)begin
            st_0=1'b0;
            st_1=1'b0;
        end
    end
end
assign crd = L1_K0_start||L1_K1_start||L2_start;
always @(posedge clk)begin
    if(reset||L1_K0_done)begin
        for(i=0;i<66;i=i+1)begin
            poolbuff[i] <= 20'b0;
        end
    end
    else begin
        if(L1_K0_start||L1_K1_start)begin
            poolbuff[65] <= cdata_rd;
            for(i=0;i<65;i=i+1)begin
                poolbuff[i] <= poolbuff[i+1];
            end
        end
    end
end
always @(*) begin
    if(stride_cnt_en)begin
        temp = 1'b0;
        compare[0]=poolbuff[0];
        compare[1]=poolbuff[1];
        compare[2]=poolbuff[64];
        compare[3]=poolbuff[65];
        for(i=0;i<4;i=i+1)begin
            if(compare[i]>temp)begin
                temp=compare[i];
            end
        end
    end
    else begin
        temp = 20'd0;
    end
end
always@(posedge clk)begin
    if(reset||L1_K0_done)begin
        stride_cnt <=10'b0;
        delay1     <=10'b0;
    end
    else begin
        if(stride_cnt_en)begin
            delay1     <= stride_cnt+1'b1;
            stride_cnt <= delay1;
        end
        else begin
            stride_cnt <= stride_cnt +1'b0;
        end
    end
end
always@(posedge clk)begin
    if(reset||L1_K0_done)begin
        wr_temp <= 1'b0;
    end
    else begin
        if(poolbuff_cnt >= 12'd65)begin
            if(poolbuff_cnt[0]==1'b0)begin
                wr_temp <= 1'b0;
            end
            else begin
                wr_temp <= 1'b1;
            end
        end
    end
end
always @(posedge clk)begin
    if(reset||L1_K0_done)begin
        for(i=0;i<1024;i=i+1)begin
            temp_poolbuff[i] <= 20'b0;
        end
    end
    else begin
        if(wr_temp&&stride_cnt_en)begin
            temp_poolbuff[stride_cnt] <= temp;    
        end
    end
end
always@(posedge clk)begin
    if(reset||L1_K0_done)begin
        wr_pool_cnt <= 10'b0;
    end
    else begin
        if(wr_pool==1'b1)begin
            wr_pool_cnt <= wr_pool_cnt + 1'b1;
        end
        else begin
            wr_pool_cnt <= wr_pool_cnt + 1'b0;
        end
    end
end
always@(posedge clk)begin
    if(reset)begin
        st <= R_K0;
    end
    else begin
        if(L2_start)begin
            st <= nst;
        end
    end
end
always @(*)begin
    if(L2_start)begin
        nst = st;
        case (st)
            R_K0: nst = R_K1;
            R_K1: nst = W_L2;
            W_L2: nst = flatten_cnt[0]==1'b1 ? R_K0 : W_L2;
        endcase
    end
end
always @(posedge clk)begin
    if(reset)begin
        L2_read_buff_cnt <= 12'b0;
        cnt_delay <=12'b0;
    end
    else begin
        if(L2_start&&(st==2'b0||st==2'b01))begin
            cnt_delay <= L2_read_buff_cnt + 1'b1;
            L2_read_buff_cnt <= cnt_delay;
        end
    end
end
always @(posedge clk)begin
    if(reset)begin
        flatten_cnt <= 1'b0;
    end
    else begin
        if(L2_start && (st==2'b10))begin
            flatten_cnt <= flatten_cnt + 1'b1;
        end
    end
end
always@(posedge clk)begin
    if(reset)begin
        k0_buff<=1'b0;
    end
    else begin
        if(st_0)begin
            k0_buff <= cdata_rd;
        end
    end
end
always@(posedge clk)begin
    if(reset)begin
        k1_buff<=1'b0;
    end
    else begin
        if(st_1)begin
            k1_buff <= cdata_rd;
        end
    end
end
endmodule
```
==> reports/results.ini <==
[synthesis]
async_flop_share_pct=0
avgSynthCellArea_sq_um=8.60
edf_count=0
syn_inst=935
ys.flops=166
yosys_area_sq_um=8040
synth_stat.cells=935
synth_area_sq_um=8040
ys_types=69
yosys_warnings=75
flop_cell=dfxtp_1

[cells_and_area]
area_growth_pct=13.4
fillers=1891
drive_gt1_share_pct=7.45

[drt]
drc=0
firstDrtPassIters=4
routed_wl_mm=16.7
antennaDiodeCount=0
num_vias=6067
wire_per_inst_um=13.6
ant_nets=0
vias_per_cell=4.92
initialDrtViolationCount=266

[sta]
slew_headroom_pct=55.5
worst-slew-pin-transition_ns=0.664
max_freq_mhz=241
fin_crit_sh_pct=94.5
setup_tns_ns=0
unclocked_regs=16
rsz0062_at_grt=no
hold_ws_ns=0.450
untimed_endpoints=28
setup_viol=0
drv_slew=0
min_period_ns=4.16
skew_ns=0.00939
hold_violations=0

[global_route]
busiest_layer=met1
grt_max_degree=48
track_usage_pct=17.5
grt_pass1_vias=5743
gr-total-overflow=0
grt_use_met2_pct=26.9
grt_first_pass_wirelength_mm=28.3
antenna_found_initial=0
met1_usage_pct=27.0
gr-usage-met3_pct=2.78

[clock_network]
cts_buffers=17
cts_setup_buffers=0
ctsResizeCount=0
cts_tree=built
cts_root_buffer=clkbuf_16
htreeDepth=4
cts_hold_buf=0
clock_latency_ns=0.42
cts_buffer_depth=2
clk_pin_slew_worst_paths_ns=0.06

[die]
die_w_um=144
die-height_um=144
die_area_sq_um=20700
fp_util_pct=41.0
io_pins=105
num_rows=51
coreArea_sq_um=19600

[setup_path]
start_kind=flop
crit_required_ns=3.52
cp-end-kind=primary output
crit_path_max_fanout=5
worstSetupPathType=reg -> out
crit_arrival_ns=3.28

[power_and_ir_drop]
ir_drop_uv=254
comb_power_share_pct=1.6
p_sw_mw=0.612
leakagePower_nw=3.35
powerDensity_nw_per_um2=306
switching_share_pct=21.9
p_int_mw=2.18
p_total_mw=2.79
seq_power_share_pct=49.1
p_clk_share_pct=49.3

[place]
port_buffers=43
place_hpwl_mm=11.4
gp_congestion=0.823

[flow_run]
maxCapViolations=0
tool_warnings=76

[status]
status=finished, final reports clean

[worst_hold_path]
hold_path_class=reg -> reg

==> final timing paths <==
check / startpoint / to / slack [ns] / depth (start not counted)
worst max-delay path: poolbuff_cnt[4]$_SDFFE_PP0P_ / cwr / 0.24 / 7
worst max register to register: poolbuff_cnt[4]$_SDFFE_PP0P_ / count_buff_en$_SDFF_PP0_ / 1.02 / 7
worst min-delay path: cnt_delay[9]$_SDFFE_PP0P_ / L2_read_buff_cnt[9]$_SDFFE_PP0P_ / 0.45 / 2
worst min register to register: cnt_delay[9]$_SDFFE_PP0P_ / L2_read_buff_cnt[9]$_SDFFE_PP0P_ / 0.45 / 2
==> logic make-up (layout without fill, tap and decap cells) <==
logic type | Yosys count | after routing | share of synthesized area [%]
buffers and inverters | 92 | 105 | 5.81
and+or+nand+nor | 393 | 393 | 24.2
other | 1 | 20 | 0.0466
latches | 16 | 16 | 2.99
DFF | 150 | 150 | 37.4
muxes | 29 | 29 | 3.92
adders and majority gates | 20 | 20 | 3.11
xor gates and xnor gates | 106 | 106 | 11.5
AOI/OAI and AO/OA | 128 | 128 | 11.1
==> stage by stage <==
step / worst slack, ns / utilization [%] / cells / area [sq um]
after floorplan: 1.17 / - / 954 / 8110
after global placement: 0.693 / 43.7 / 1201 / 8560
after detailed placement: 0.658 / 43.7 / 1201 / 8560
after CTS: 0.211 / 46.5 / 1232 / 9110
after global routing: 0.0608 / 46.5 / 1232 / 9110
final: 0.243 / 46.5 / 1232 / 9110
==> synth_stat cells (10+ instances only) <==
cell type	n	area, sq um
o21ai_0	24	120
xor2_1	67	587
and3_1	22	138
ha_1	20	250
a21oi_1	47	235
nor2_1	127	477
nand2b_1	13	81.3
nor3_1	11	55.1
nand3_1	31	155
dlxtn_1	14	210
inv_1	21	78.8
xnor2_1	39	342
a211oi_1	13	97.6
mux2_2	10	113
dfxtp_1	150	3000
buf_4	25	188
a32o_1	10	100
mux2i_1	18	180
nand2_1	90	338
nand4_1	28	175
buf_2	10	50.1
clkbuf_1	32	120
or3_1	20	125
==> metal layers <==
metal	share of wire, %	vias up
met5	0	-
met4	1.2	0
met3	2.7	11
met2	45	53
met1	51	2806
li1	-	3197
==> layout make-up <==
class                           instances  area (sq um)  share of cell area [%]
Clock buffer                           20           457                    5.01
Clock inverter                         11           101                    1.11
Inverter                               21          78.8                   0.865
Multi-Input combinational cell        696          4400                    48.3
Sequential cell                       166          3240                    35.6
Tap cell                              265           332                    3.64
Timing Repair Buffer                   53           500                    5.49
==> cell usage in the layout (no fill, tap or decap), types with 5 or more instances in the layout <==
master           synthesis  routed
dfxtp_1                150     150
clkbuf_16                0      17
and3_1                  22      22
nor3_1                  11      11
o211ai_1                 5       5
nor4_1                   9       9
or3_1                   20      19
xor2_1                  67      67
nand3_1                 31      31
a32o_1                  10      10
clkdlybuf4s50_1          0      42
ha_1                    20      20
mux2_2                  10      10
inv_1                   21      21
nor2_1                 127     127
nand2_1                 90      90
mux2i_1                 18      18
o21ai_0                 24      24
and2_1                   6       6
dlxtn_1                 14      14
nand4_1                 28      28
a211oi_1                13      13
conb_1                   1      20
a21oi_1                 47      47
nor2b_1                  8       8
xnor2_1                 39      39
buf_4                   25      10
nand2b_1                13      13
==> critical path, cell delays in order (launching register included) <==
cell	delay [ns]
dfxtp_1	0.35
or4_4	0.59
o41ai_4	0.51
a21oi_2	0.19
nor3_4	0.31
mux2i_4	0.28
nand2b_1	0.16
clkdlybuf4s50_1	0.48
==> power by group through the flow <==
stage	combinational, mW	clock [mW]	sequential, mW
after CTS	0.0454	1.41	1.37
final	0.0447	1.38	1.37
after global routing	0.0509	1.46	1.37
==> state kept, by name, indices dropped and copies added (netlist names), 2 cells and up <==
register / count
poolbuff_cnt: 20
count_all: 13
L2_read_buff_cnt: 12
buff_limit: 12
caddr_rd: 12
caddr_wr: 12
cnt_delay: 12
count_buff: 12
mem_cnt: 12
mem_cnt_limit: 12
flatten_cnt: 11
wr_pool_cnt: 10
state: 5
nst: 2
st: 2
Power and IR drop assume default switching activity.
